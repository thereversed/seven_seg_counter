==> design/flow/run.sh <==
#!/bin/bash
# OpenROAD 26Q1-2900-gdf79404cd8, Yosys 0.63+post, stock flow scripts
make -C /OpenROAD-flow-scripts/flow DESIGN_CONFIG=/design/flow/config.mk WORK_HOME=/design/flow/orfs finish
==> design/flow/design.v <==
`timescale 1ns / 1ps
module buffer( input clk, input rst, output reg [3:0]count
    );
    always@(posedge clk)
    begin
        if(rst == 1'b0) count <=0;
        else count <= count+1;
    end
endmodule
`timescale 1ns / 1ps
module clock_divider( input clk, output reg divider_clk =0
);
parameter delay_param = 49999999;
    integer counter_value=0;
    always@(posedge clk)
    begin
        if(counter_value == delay_param)
        counter_value <= 0;
        else
            counter_value <= counter_value+1;
    end
    always@(posedge clk)
    begin
        if(counter_value == delay_param)
            divider_clk <= ~divider_clk;
        else
            divider_clk <= divider_clk;
    end
endmodule
`timescale 1ns / 1ps
module segment( input [3:0]switch, input clk, output reg [6:0] seg
    );
     always @( posedge clk)
    begin
        case (switch)  
            4'b0000 : seg <= 7'b0000001;  
            4'b0001 : seg <= 7'b1001111;
            4'b0010 : seg <= 7'b0010010;
            4'b0011 : seg <= 7'b0000110;
            4'b0100 : seg <= 7'b1001100;
            4'b0101 : seg <= 7'b0100100;
            4'b0110 : seg <= 7'b0100000;
            4'b0111 : seg <= 7'b0001111;
            4'b1000 : seg <= 7'b0000000;
            4'b1001 : seg <= 7'b0000100;
            default : seg = 7'b1111111; 
        endcase
    end
endmodule
`timescale 1ns / 1ps
module top_module(input clk, input rst, output [6:0]seg
    );
    wire oclk;
    wire [3:0] switch1;
    clock_divider clock_wrapper( .clk(clk), .divider_clk(oclk) );
    buffer seg_wrapper( .clk(oclk), .rst(rst), .count(switch1) ) ;
    segment fin_wrapper( .switch(switch1), .clk(oclk), .seg(seg) );
endmodule
==> design/flow/config.mk <==
export PLATFORM = sky130hd
export DESIGN_NAME = top_module
export DESIGN_NICKNAME = top_module
export VERILOG_FILES = /design/flow/design.v
export SDC_FILE = /design/flow/constraint.sdc
export NUM_CORES = 4
export LEC_CHECK = 1
export CORE_UTILIZATION = 40
==> design/flow/constraint.sdc <==
current_design top_module

set clk_period 6.3
set clk_io_pct 0.2

create_clock -name clk0 -period $clk_period [get_ports {clk}]

set non_clock_inputs [all_inputs -no_clocks]
set_input_delay [expr $clk_period * $clk_io_pct] -clock clk0 $non_clock_inputs
set_output_delay [expr $clk_period * $clk_io_pct] -clock clk0 [all_outputs]
==> flow_summary.yaml <==
# implementation run metrics
grt:
  grt_pass1_vias: 1262
  grt_max_degree: 15
  grt_pass1_wl_um: 5740
  antenna_found_initial: 0
  grt_use_total: 0.143
  grt-ovfl-total: 0
critical_path:
  required_ns: 6.47
  slowest_stage: "nor3_1"
  reg2reg_slack_ns: 4.42
  arrival_ns: 2.05
  cp_common_cell: "nand4_1"
  max_stage_delay_ns: 0.57
  timing.rr.end: "clock_wrapper.counter_value[30]"
  cp_cell_sequence: "ha_1 -> nand4_1 -> nor3_1 -> nand4_1 -> xnor2_1"
  r2r_cells: 5
  end_kind: "register"
  critical_path.startpoint: "clock_wrapper.counter_value[0]"
  crit_fanout: 6
  path_class: "register to register"
  cp-start-kind: "register"
  r2r-start: "clock_wrapper.counter_value[0]"
sta:
  final.setup.tns_ns: 0
  finalCritPeriodShare: 0.299
  max_freq_mhz: 531
  untimed_endpoints: 18
  setup_ws_ns: 4.42
  slew_violations: 0
  period_needed_ns: 1.88
  setup_viol: 0
  grt_setup_unrepaired: "no"
  finClkSkew_ns: 0.00454
  hold_viol: 0
  hold_ws_ns: 0.467
  max_slew_margin: 0.539
  unclocked_regs: 11
  tightest_slew_ns: 0.686
layout:
  lay_top_cells: "dfxtp_1 (43), nand2_1 (19), xnor2_1 (17)"
  final_util: 0.477
  nFillCells: 411
  area_growth_syn_to_layout_pct: 11.3
  final_layout_size_suffix_gt1_frac: 0.0541
  instances_no_fill: 274
  lay_top_count: "dfxtp_1"
die:
  coreArea_um2: 4470
  rows: 24
  fp-utilization: 0.429
  chipWidth_um: 71.2
  chipArea_um2: 5080
  die_y_um: 71.2
  io_pins: 9
power_and_ir_drop:
  power_density_nw_per_um2: 174
  p_leak_uw: 0.000805
  peakVddDrop_v: 0.000124
drt:
  drtIter0Drc: 102
  wl_met2_um: 1250
  finalWirelength_um: 3280
  top_layer: "met4"
  wl_met3_um: 106
  diodes: 0
  wire_per_inst_um: 12.0
  drt_first_pass_iters: 23
  drc: 0
  ant_nets: 0
  vias: 1407
  drt-met1-wl_um: 1880
  viasPerCell: 5.14
clock_network:
  postCtsSetupBuffers: 0
  cts-root-buf: "clkbuf_8"
  cts_max_level: 2
  hold_buffers: 0
  cts_buffer_depth: 2
  cts_resized: 0
  cts_tree: "done"
  clk_pin_slew_ns: 0.07
  cts_buffers: 5
  clock_latency_ns: 0.28
yosys:
  synth_warnings: 3
  edf_count: 1
  synth_area_um2: 1920
  synth.distinct_cells: 32
  ys.flop_type: "dfxtp_1"
  avgSynthCellArea_um2: 9.09
  ys_seq_frac: 0.464
  yosys_area_um2: 1920
  synthCells: 211
  ys.flops: 44
  synth-async-reset-ratio: 0
  ys_cells: 211
run_status:
  status: "finished, final reports clean"
run:
  warnings: 29
  maxCapViolCount: 0
place:
  dp_hpwl_um: 2360
  io_buffers: 8
  gp_congestion: 0.800
  dp_worst_setup_slack_ns: 4.45
  dp_cells: 266
hold_path:
  holdCritStartpoint: "clock_wrapper.counter_value[0]"
  whs_path_depth: 1
  hold_end: "clock_wrapper.counter_value[0]"
  hold_class: "register to register"
## power breakdown
part | switching [uW] | internal (uW)
logic | 0.282 | 0.764
registers | 0 | 210
clock network | 71.6 | 89.0
## state kept, by name, indices dropped and copies added, names as in the netlist
name	cells
fin_wrapper.seg	7
seg_wrapper.count	4
clock_wrapper.divider_clk	1
clock_wrapper.counter_value	32
## layout make-up
type / count / area, um^2 / share of cell area
sequential: 44 / 891 / 0.417
multi-input combinational: 155 / 978 / 0.458
tap: 52 / 65.1 / 0.0305
timing repair buffer: 9 / 87.6 / 0.0410
inverter: 6 / 22.5 / 0.0106
clock buffer: 8 / 90.1 / 0.0422
## worst max-delay path: cells and delay by family (launching register included)
kind	cells	cell delay (ns)
and+or+nand+nor	3	0.97
xor gates and xnor gates	1	0.17
adders and majority gates	1	0.26
DFF	1	0.37
## metal layers
layer	up-vias	global-route usage
met5	-	0
li1	767	-
met4	0	0.0222
met2	24	0.199
met3	8	0.0271
met1	608	0.241
## worst max-delay path by stage
stage | end | slack (ns)
after CTS | clock_wrapper.counter_value[26] | 4.41
after global routing | clock_wrapper.counter_value[30] | 4.25
final | clock_wrapper.counter_value[30] | 4.42
## synthesized netlist by cell type, drive strengths merged, types with 2 or more instances
cell    number  area [um^2]
dfxtp       43          861
nand2       19         71.3
xnor2       17          149
nor2        16         60.1
nand3       13         65.1
nand4       12         96.3
o21ai       12         60.1
a21oi        9         45.0
or3          7         43.8
xor2         7         61.3
ha           6         75.1
inv          6         22.5
nor3         6         35.0
nor4         6         37.5
and3         5         31.3
and2         4         25.0
and4         4         35.0
buf          3         15.0
clkbuf       3         11.3
nor2b        2         12.5
or2          2         12.5
or4          2         15.0
## stage by stage
step | power [uW] | area, um^2
final | 371 | 2130
after global routing | 382 | 2130
after CTS | 376 | 2130
after detailed placement | 215 | 2040
after global placement | 215 | 2040
after floorplan | 214 | 1920
## cell families (layout without fill, tap and decap cells)
family	after synthesis	in the layout	share of synthesized area
compound gates	26	26	0.0750
buf+inv	12	23	0.0254
flops	44	44	0.464
fa+ha+maj	6	6	0.0391
xor+xnor	24	24	0.110
simple gates	99	99	0.286
Power is estimated from default activity; no workload was simulated.
